<file path="flow/design.v">
`timescale 1ns / 1ps
module ram(
    data,addr,we,clk,en,dout
    );
    input [7:0] data;
     input [9:0] addr;
     input we;
     input clk, en;
     output reg[7:0] dout;
     reg[7:0] ram [1023:0];
     always@(posedge clk)begin
     if(en)
      if(we)
       ram[addr]=data;
     else
      dout=ram[addr];
     else
      dout=8'bz;
      end
endmodule
</file>
<file path="flow/run.sh">
#!/bin/bash
# OpenROAD 26Q1-2900-gdf79404cd8, Yosys 0.63+post, stock flow scripts
make -C /OpenROAD-flow-scripts/flow DESIGN_CONFIG=/design/flow/config.mk WORK_HOME=/design/flow/orfs finish
</file>
<file path="flow/constraint.sdc">
current_design ram

set clk_period 75.3
set clk_io_pct 0.2

create_clock -name clk0 -period $clk_period [get_ports {clk}]

set non_clock_inputs [all_inputs -no_clocks]
set_input_delay [expr $clk_period * $clk_io_pct] -clock clk0 $non_clock_inputs
set_output_delay [expr $clk_period * $clk_io_pct] -clock clk0 [all_outputs]
</file>
<file path="flow/config.mk">
export PLATFORM = sky130hd
export DESIGN_NAME = ram
export DESIGN_NICKNAME = ram
export VERILOG_FILES = /design/flow/design.v
export SDC_FILE = /design/flow/constraint.sdc
export NUM_CORES = 4
export LEC_CHECK = 1
export CORE_UTILIZATION = 40
export SYNTH_HDL_FRONTEND = slang
</file>
==> flow_summary.ini <==
; synthesis and place-and-route metrics
[drt]
first_pass_iters = 5
ant_nets = 0
dr.first_iter.drc_count = 11327
vias_per_cell = 5.59
routed_wirelength_um = 867000
dr_total_vias = 162695
drt-wirelength-per-cell_um = 29.8
drc = 0

[global_route]
grt_use_total = 0.236
overflow = 0
first_global_vias = 169374
grt_max_degree = 130
grt_pass1_wl_um = 1230000
antenna_found_initial = 70

[synth]
syn_area_per_cell_sq_um = 18.1
netlist_area_sq_um = 316000
netlist_top_cells_area = edfxtp_1 78%, mux2i_1 12%, o22ai_1 3.0%
ys_sh_xor = 0
muxShareOfSynthArea = 0.134
synth_top_cell_by_area = edfxtp_1
top_logic_kind = multiplexers
yosysCellCount = 17460
netlist_instances = 17460
ys_warn_count = 0
edf_count = 8200
async_flop_share = 0
synth-main-ff-cell = edfxtp_1
ys_seq_share = 0.779
synth_top_area_share = 0.779
synth.distinct_cells = 51
ys_area_sq_um = 316000
ys.flops = 8200
synthAoiAreaFrac = 0.0403
common_cells = 8200 x edfxtp_1, 3634 x mux2i_1, 1513 x o22ai_1
yosys.area_share.simple = 0.0309
adder_share = 0
post-synth-top-count-cell = edfxtp_1

[clocking]
ctsResizeCount = 0
clock_latency_ns = 1.17
hold_buffers = 0
cts_made_buffers = 789
root_buffer = clkbuf_16
cts_tree = done
path_clk_slew_ns = 0.06
clk_path_buf_depth = 4
htreeDepth = 6
clock-sinks = 8200
post_cts_buffers = 0

[timing]
fin_skew_ns = 0.0521
rsz0062_at_grt = no
setup-violations-final = 0
maxClockFrequency_mhz = 45.4
tns_ns = 0
layout_setup_ws_ns = 53.28
period_minus_slack_ns = 22.02
hold_viol_final = 0
period_used_share = 0.292
max_slew.worst_pin.slew_ns = 1.15
maxSlewViolCount = 0
max_slew_margin = 0.231

[floorplanning]
chipArea_sq_um = 794000
core-area_sq_um = 788000
ios = 29
initCoreUtil = 0.401
fp.dieW_um = 891
rows = 326
die_h_um = 891

[critical_path]
r2r-start = ram[7169]
reg2reg_to = dout[1]
required_ns = 76.18
critPathKind = in -> reg
r2r_cells = 7
cp-start-kind = input port
cp.arrival_ns = 22.90
rrSetupSlack_ns = 71.34
end_kind = flip-flop
worstPathMaxFanout = 88

[flow_run]
max_cap_violations = 0
openroad.warnings = 39

[place]
portBuffers = 28
pre_cts_ws_ns = 52.06
postPlaceCellArea_sq_um = 331000
globalplace.congestion = 0.898
dp_hpwl_um = 530000

[layout]
design_area_sq_um = 355000
layout-drive-gt1-share = 0.112
fill_cells = 65414
areaGrowthSynthToFinish_pct = 12.3

[outcome]
status = finished, final reports clean

[min_path]
holdPathEnd = dout[7]
hp-start = ram[3183]
holdPathStages = 5
hp-class = reg -> reg

[power_and_ir_drop]
cellPowerDensity_nw_per_um2 = 25.7
power_leakage_nw = 118
irDropWorstVdd_v = 0.0000288
[layout by cell type, fill, tap and decap left out, drive strengths merged, types with 169 or more instances in the layout]
master,Yosys,routed
nor3,169,169
o22ai,1513,1513
clkbuf,512,1027
nor2,1420,1420
mux2i,3634,3634
edfxtp,8200,8200
buf,610,722
mux4,256,256
clkinv,0,325
o21ai,191,191
nor4,283,283
[power by group]
| part | switching (W) | leakage (nW) | internal (W) |
|---|---|---|---|
| clock network | 0.00166 | 11.7 | 0.00206 |
| registers | 0.00000379 | 73.7 | 0.00502 |
| logic | 0.000274 | 32.3 | 0.000114 |
[per-stage QoR]
step,hold slack (ns),std cells,utilization,power (W)
after floorplan,0.748,17460,-,0.00531
final,0.962,29100,0.450,0.00913
after detailed placement,0.941,27566,0.420,0.00551
after CTS,0.959,28986,0.450,0.00919
after global routing,1.01,29015,0.450,0.00938
after global placement,0.940,27565,0.420,0.00551
[metal layers]
metal,GRT usage,routed length (um),vias to the layer above
li1,-,-,71179
met1,0.286,287000,81569
met2,0.335,393000,8263
met3,0.185,153000,1543
met4,0.0717,32100,141
met5,0.0116,1740,-
[state kept, by name (all words and copies together) (netlist names)]
name  cells
dout      8
ram    8192
[logic make-up (layout without fill, tap and decap cells)]
group | count (synthesis) | after routing
compound gates | 2003 | 2003
buf+inv | 1124 | 2155
flops | 8200 | 8200
mux | 3904 | 3904
other cells | 0 | 113
simple gates | 2229 | 2229
[layout make-up]
cell class | instances | area [sq um] | share of cell area
antenna | 113 | 283 | 0.000797
sequential | 8200 | 246000 | 0.694
clock buffer | 1026 | 20900 | 0.0589
tap | 10496 | 13100 | 0.0370
inverter | 2 | 7.51 | 0.0000212
clock inverter | 394 | 3000 | 0.00844
multi-input combinational | 8136 | 65300 | 0.184
timing repair buffer | 733 | 5950 | 0.0168
[worst max-delay path by stage]
stage / from / to / slack [ns] / cells past startpoint
CTS: addr[1] / dout[5] / 53.33 / 15
global route: addr[1] / dout[5] / 52.86 / 15
finish: addr[1] / dout[5] / 53.28 / 15
[worst max-delay path, stage by stage]
cell     delay (ns)
buf_16         0.33
buf_12         0.57
buf_4          0.64
buf_4          0.69
buf_4          0.64
buf_12         0.53
buf_4          0.64
buf_4          0.60
mux2i_1        0.27
o22ai_1        0.11
nor4_1         0.82
nand3_1        0.21
nand4_1        0.43
nand3_1        0.43
or4_1          0.61
Power figures rest on the tool's default switching activity, not on a simulated workload.
