<file path="./config.mk">
export PLATFORM = sky130hd
export DESIGN_NAME = mooreoverlap_1010
export DESIGN_NICKNAME = mooreoverlap_1010
export VERILOG_FILES = /design/flow/design.v
export SDC_FILE = /design/flow/constraint.sdc
export NUM_CORES = 4
export LEC_CHECK = 1
export CORE_AREA = 10 10 70 70
export DIE_AREA = 0 0 80 80
</file>
<file path="./constraint.sdc">
current_design mooreoverlap_1010

set clk_period 1.5
set clk_io_pct 0.2

create_clock -name clk0 -period $clk_period [get_ports {clk}]

set non_clock_inputs [all_inputs -no_clocks]
set_input_delay [expr $clk_period * $clk_io_pct] -clock clk0 $non_clock_inputs
set_output_delay [expr $clk_period * $clk_io_pct] -clock clk0 [all_outputs]
</file>
<file path="./design.v">
`timescale 1ns / 1ps
module mooreoverlap_1010(output reg y, input clk,rst,x);
reg [2:0]cs,ns;
    parameter s0=3'b000,s1=3'b001, s2=3'b010, s3=3'b011,s4=3'b100;
    always @ (posedge clk or posedge rst) begin
        if(rst)
            cs<=s0;
        else
            cs<=ns;
        end
    always @ (cs or x) begin
        case(cs)
            s0:begin ns=x?s1:s0; y=0; end
            s1:begin ns=x?cs:s2; y=0; end
            s2:begin ns=x?s3:s0; y=0; end
            s3:begin ns=x?s1:s4; y=0; end
            s4:begin ns=x?s3:s0;y=x?0:1;end
            default: ns=s0;
        endcase
    end
endmodule
</file>
<file path="./run.sh">
#!/bin/bash
# OpenROAD 26Q1-2900-gdf79404cd8, Yosys 0.63+post, stock flow scripts
make -C /OpenROAD-flow-scripts/flow DESIGN_CONFIG=/design/flow/config.mk WORK_HOME=/design/flow/orfs finish
</file>
==> out/results.ini <==
[timing]
untimed_endpoints = 2
worst_slew_pin_slew_ps = 220
fin_crit_ps = 1040
unclocked_pins = 1
slew_viol_final = 0
fin_setup_tns_ps = 0
fin_crit_sh_pct = 69.1
slew_headroom_pct = 85.3
clock_skew_ps = 1.34
hold_violations = 0
setup_viol = 0
rsz0062_at_grt = no
clock.fmax_mhz = 965

[setup_path]
path_class = reg2reg
crit_required_ps = 1620
worstSetupEndpointType = flop
r2r_cells = 2
setup.worst_path.start = cs[4]
critPathSlowestCell = or3_4
r2r_setup_slack_ps = 460
cp_cell_sequence = or3_4, and2_4
start_kind = flop
crit-reg2reg-launch = cs[4]
arrival_ps = 1160
slowest_delay_ps = 390
timing.rr.end = cs[3]
cp_max_fo = 2

[logic_synthesis]
yosysCellCount = 16
synth_area_um2 = 210
yosysWarnings = 1
yosys_area_um2 = 210
synthDistinctLibCells = 11
synthCells = 16
synth_area_per_cell_um2 = 13.1
synth_flops = 6

[routing]
n_antenna_cell = 0
drtIter0Drc = 0
vias = 136
firstDrtPassIters = 1
avgRoutedWirePerCell_um = 4.80
drc_errors = 0
antenna_left = 0
viasPerCell = 1.97
wl_um = 331

[finish]
area_growth_syn_to_layout_pct = 54.2
seq_area_um2 = 141
fin_util_pct = 9.49
logic_area_um2 = 65.1
drive_gt1_share_pct = 30.4
n_fill_cell = 397

[clock_tree]
cts_tree = built
clock_path_buffers = 2
cts_max_level = 1
cts_resized = 0
path_clk_slew_ps = 40
clkLatencyLatePin_ps = 230
cts_made_buffers = 3
postCtsSetupBuffers = 0
cts_hold_buf = 0
cts-root-buf = clkbuf_4

[floorplan]
ios = 4
die_h_um = 80
die_w_um = 80
core_um2 = 3420
chip_area_um2 = 6400
rows = 21
initial_utilization_pct = 6.15

[power_and_ir_drop]
switching_share_pct = 19.7
finalPower_uw = 346
power_frac_seq_pct = 45.5
p_clk_share_pct = 42.8
p_leak_uw = 0.000129
powerDensity_nw_per_um2 = 1070
p_comb_share_pct = 11.7
max-vdd-ir-drop_uv = 225
p_int_uw = 278
switchingPower_uw = 68.2

[global_route]
grt-ovfl-total = 0
grt_usage_pct = 1.21
antenna_found_initial = 0
grt_start_max_net_pins = 7
grt_pass1_vias = 160
grt_pass1_wl_um = 634

[run_status]
status = completed

[placement]
portBuffers = 3
place_congestion = 0.673

[flow_run]
max_cap_viol_count = 0
warnings = 25

[min_path]
hp-class = in2async

[power groups by stage]
stage | logic, µW | registers (µW) | clock network, µW
after CTS | 41.4 | 158 | 156
after global routing | 46.7 | 159 | 165
final | 40.6 | 157 | 148
[synth_stat cells]
library cell  instances  share of area, %
dfrtp_1               4                48
nor3_1                1               2.4
nor2b_1               3               8.9
inv_1                 1               1.8
and2_4                1               4.2
dfstp_2               1                13
or3_4                 1               5.4
dlxtn_1               1               7.1
nor2_1                1               1.8
o21a_1                1               3.6
nor3_2                1               4.8
[flip-flops by register name (all words and copies together) (netlist names)]
signal and cells:
y 1, cs 5
[cell families (layout without fill, tap and decap cells)]
group	count (synthesis)	in the layout	share of synthesized area, %
AND-OR/OR-AND	1	1	3.57
buffers and inverters	1	8	1.78
flip-flops	5	5	60.1
latches	1	1	7.14
AND/OR/NAND/NOR	8	8	27.4
[per-layer routing]
| layer | global-route usage (%) | vias up | wire length [µm] |
|---|---|---|---|
| met5 | 0 | - | 0 |
| met4 | 0.704 | 0 | 13 |
| met3 | 0.795 | 2 | 36 |
| met2 | 2.01 | 4 | 166 |
| met1 | 1.08 | 63 | 114 |
| li1 | - | 67 | - |
[metrics by stage]
| step | setup WS (ps) | hold WS [ps] | instances | instance area, µm² |
|---|---|---|---|---|
| finish | 464 | 255 | 69 | 324 |
| CTS | 457 | 251 | 69 | 324 |
| global route | 428 | 274 | 69 | 324 |
| detailed placement | 384 | 499 | 65 | 298 |
| global placement | 384 | 497 | 65 | 298 |
| floorplan | 502 | 77.8 | 16 | 210 |
[how the worst max path moves through the flow]
stage | to | slack (ps) | cells after the start
CTS | cs[3] | 460 | 2
global route | cs[3] | 430 | 2
finish | cs[3] | 460 | 2
[worst max-delay path: cells and delay by family, from the launching register on]
kind / cells / cell delay [ps]
DFF: 1 / 370
and+or+nand+nor: 2 / 550
[cells in the final DEF (no fill, tap or decap)]
master           n
inv_1            1
nor3_2           1
clkbuf_4         3
clkdlybuf4s50_1  3
o21a_1           1
nor3_1           1
dlxtn_1          1
and2_4           1
nor2b_1          3
dfstp_2          1
nor2_1           1
clkbuf_1         1
or3_4            1
dfrtp_1          4
[area by class of cell]
cell class | instances | area share, %
Clock buffer | 4 | 8.11
Inverter | 1 | 1.16
Multi-Input combinational cell | 9 | 20.1
Sequential cell | 6 | 43.6
Tap cell | 46 | 17.8
Timing Repair Buffer | 3 | 9.27
