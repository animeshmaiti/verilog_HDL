==> flow/design.v <==
module updown_counter(clock,count,reset,ud);
 output reg[3:0]count;
 input clock,reset,ud;
 always @ (posedge clock) begin
  if (reset)
   count<=4'b0;
   else begin
    if(ud)
     count<=count+1;
  else 
    count<=count-1;
    end
 end
endmodule
==> flow/run.sh <==
#!/bin/bash
# OpenROAD 26Q1-2900-gdf79404cd8, Yosys 0.63+post, stock flow scripts
make -C /OpenROAD-flow-scripts/flow DESIGN_CONFIG=/design/flow/config.mk WORK_HOME=/design/flow/orfs finish
==> flow/config.mk <==
export PLATFORM = sky130hd
export DESIGN_NAME = updown_counter
export DESIGN_NICKNAME = updown_counter
export VERILOG_FILES = /design/flow/design.v
export SDC_FILE = /design/flow/constraint.sdc
export NUM_CORES = 4
export LEC_CHECK = 1
export CORE_AREA = 10 10 70 70
export DIE_AREA = 0 0 80 80
==> flow/constraint.sdc <==
current_design updown_counter

set clk_period 2.8
set clk_io_pct 0.2

create_clock -name clk0 -period $clk_period [get_ports {clock}]

set non_clock_inputs [all_inputs -no_clocks]
set_input_delay [expr $clk_period * $clk_io_pct] -clock clk0 $non_clock_inputs
set_output_delay [expr $clk_period * $clk_io_pct] -clock clk0 [all_outputs]
==> flow_summary.rst <==
Flow metrics
------------

.. list-table::
   :header-rows: 1

   * - Metric
     - Value
   * - Share of the synthesized netlist area taken by xor and xnor gates
     - 9.15%
   * - Warnings from Yosys
     - 1
   * - Fraction of power consumed by the clock network
     - 34.2%
   * - Initial antenna violation count
     - 0
   * - Total standard cell area after synthesis
     - 191 sq um
   * - Type of origin of the critical path
     - primary input
   * - Mux contribution to synthesized area
     - 0%
   * - Post-route design area
     - 332 sq um
   * - Syn Area/Cell
     - 10.6 sq um
   * - Root Buffer
     - clkbuf_4
   * - Area figure in the yosys stat output
     - 191 sq um
   * - Most numerous logic cell after layout
     - clkdlybuf4s50_1
   * - Setup repair bufs after CTS
     - 0
   * - Post-route clock skew
     - 0.000153 ns
   * - Detailed Route WL
     - 454 microns
   * - Buffer depth of the longest clock path
     - 2
   * - DRC violations left
     - 0
   * - Net switching share of the total power
     - 26.3%
   * - Clock period minus final worst setup slack
     - 1.75 ns
   * - Grt total ovfl
     - 0
   * - Launch instance of the worst min-delay path
     - count[0]
   * - Flip-flop and latch count after synthesis
     - 4
   * - Proportion of layout cells with a drive suffix above 1
     - 14.8%
   * - Mean routed wirelength per cell
     - 6.22 microns
   * - Share of total power in combinational logic
     - 30.1%
   * - Final worst-path cycle share
     - 62.6%
   * - Die boundary width
     - 80 microns
   * - Core area
     - 3420 sq um
   * - Tally of max-capacitance violations
     - 0
   * - Maximum number of pins on one net before global-route repair
     - 5
   * - Hold Path Depth
     - 1
   * - Routability congestion estimate
     - 0.630
   * - Area fraction in compound gates after synthesis
     - 11.1%
   * - Drt initial violations
     - 12
   * - Internal Dissipation
     - 0.157 mW
   * - Count of different cell masters after synthesis
     - 11
   * - Cell Rows
     - 21
   * - Growth of design area from synthesis to finish
     - 73.2%
   * - Crit Reg-Reg Startpoint
     - count[2]
   * - Portion of the post-synthesis area used by sequential elements
     - 41.8%
   * - Biggest regs
     - count (4)
   * - Fraction of the mapped netlist area in adder cells
     - 23.5%
   * - TritonCTS Sinks
     - 4
   * - Kind of end point of the critical path
     - register
   * - Max Clk Rate
     - 570 MHz
   * - Fill cells
     - 406
   * - Setup repair after global routing missed its margin
     - no
   * - Tool Warnings
     - 25
   * - Final Slew Violations
     - 0
   * - CP max FO
     - 3
   * - First-pass DRT Iterations
     - 2
   * - Number of cells in Yosys stat
     - 18
   * - Proportion of power drawn by flip-flops and latches
     - 35.8%
   * - CTS tree
     - built
   * - Setup tns final
     - 0 ns
   * - Critical path start-end classification
     - in -> reg
   * - Clock input transition at the sequential cells of the worst setup and hold paths
     - 0.04 ns
   * - Largest stage delay on the critical path
     - 0.49 ns
   * - Worst IR drop on VDD
     - 0.0757 mV
   * - Top Ports
     - 7
   * - Worst EP required
     - 2.97 ns
   * - Pin slew with the least headroom to its limit
     - 0.190 ns
   * - HPWL after detailed placement
     - 387 microns
   * - Die height
     - 80 microns
   * - Detail Route Antenna Nets
     - 0
   * - WP data arrival
     - 1.92 ns
   * - Number of global-route vias before repair
     - 198
   * - Deepest level of the CTS H-tree
     - 1
   * - Global-route wire length before repair
     - 821 microns
   * - Floorplan core density
     - 5.60%
   * - Sw power
     - 0.0561 mW
   * - R2R Setup Slk
     - 1.63 ns
   * - Class of the most critical hold timing path
     - reg -> reg
   * - Status
     - completed
   * - Max reg flops
     - 4
   * - Capture instance of the worst register-to-register path
     - count[3]
   * - Chip Footprint
     - 6400 sq um
   * - Worst relative slew slack
     - 87.2%
   * - Leakage dissipation
     - 0.119 nW
   * - Detailed-route via count
     - 160
   * - Overall global routing resource usage
     - 1.69%
   * - Comb area leader
     - adder cells
   * - Top reg by flops
     - count
   * - PostCTS Resize Cnt
     - 0
   * - Post-CTS Hold Buffers
     - 0
   * - Post-Syn Instances
     - 18
   * - Cell with the biggest individual delay on the critical path
     - clkdlybuf4s50_1
   * - Routed vias/inst
     - 2.19
   * - Most numerous logic cells after layout
     - clkdlybuf4s50_1, dfxtp_1, clkbuf_4
   * - Depth of the worst register-to-register path
     - 4
   * - Pwr dens
     - 643 nW/um^2
   * - Port-buffer cells
     - 6
   * - Synthesized-area fraction occupied by and/or/nand/nor cells
     - 12.4%
   * - Post-place instance area
     - 309 sq um
   * - Number of buffers added by the clock tree synthesis step
     - 3
   * - Hold slack
     - 0.484 ns
   * - Final number of hold-violating endpoints
     - 0
   * - Worst path cell trace
     - clkdlybuf4s50_1 -> inv_1 -> ha_1 -> a21oi_1 -> nand3_1 -> a21oi_2
   * - Inserted Diodes
     - 0
   * - Final count of negative-setup-slack endpoints
     - 0
   * - Terminating pin of the worst hold path
     - count[0]
   * - Worst-skew pair later-pin latency
     - 0.23 ns
[cells by family after synthesis]
family / after synthesis
fa+ha+maj: 3
flops: 4
simple gates: 5
compound gates: 3
buf+inv: 1
xor+xnor: 2
[stage by stage]
stage	utilization [%]	total power, mW	setup slack (ns)	cells
global route	9.71	0.236	0.943	73
detailed placement	9.05	0.143	0.795	70
CTS	9.71	0.219	1.05	73
global placement	9.05	0.140	0.818	70
floorplan	-	0.110	1.41	18
finish	9.71	0.213	1.05	73
[power by group through the flow]
stage,clock network (mW),logic [mW],registers (mW)
6_report,0.0729,0.0641,0.0763
5_1_grt,0.0835,0.0744,0.0784
4_1_cts,0.0766,0.0659,0.0768
[how the worst max path moves through the flow]
stage	start	end	slack, ns
after CTS	ud	count[3]	1.05
after global routing	ud	count[3]	0.94
final	ud	count[3]	1.05
[layout make-up]
class                      count  area [sq um]  share of cell area, %
multi-input combinational     13           108                   32.5
sequential                     4          80.1                   24.2
timing repair buffer           6          60.1                   18.1
tap                           46          57.6                   17.4
clock buffer                   3          22.5                   6.79
inverter                       1          3.75                   1.13
[per-layer routing]
layer,vias up,wire length [microns],share of wire (%),GRT usage (%)
met4,0,0,0,0.528
li1,81,-,-,-
met5,-,0,0,0
met2,6,181,40,2.17
met3,0,90,20,2.05
met1,73,182,40,1.67
[synthesized netlist by cell type (all sizes together)]
cell,n,area (sq um)
a21o,1,7.51
nor2,2,7.51
nor2b,1,6.26
inv,1,3.75
xnor2,2,17.5
fa,1,20.0
a21oi,2,13.8
ha,2,25.0
dfxtp,4,80.1
nand3,2,10.0
[critical path: cells and delay by family]
kind                       cells  cell delay (ns)
AOI/OAI and AO/OA              2             0.34
buffers and inverters          2             0.57
adders and majority gates      1             0.32
and+or+nand+nor                1             0.12
Power and IR drop assume default switching activity.
